### flow/design.v
module debouncer #(
  parameter pressed_value = 1,
  parameter cycles        = 25000000,
  parameter cbits         = $clog2(cycles)
)
(
  input  logic clk,
  input  logic rst,
  input  logic i_button,
  output logic o_pulse
);
logic [cbits-1:0] counter;
always_ff @(posedge clk) begin
  if ( rst ) begin
    counter <= 0;
    o_pulse <= 0;
  end
  else begin
    if ( (counter == 0) && (i_button == pressed_value) ) begin
      counter <= counter + 1;
    end
    else if ( counter == (cycles-1) ) begin
      counter <= 0;
    end
    else if ( counter != 0 ) begin
      counter <= counter + 1;
    end
    o_pulse <= (counter == 1);
  end
end
endmodule
### flow/run.sh
#!/bin/bash
# OpenROAD 26Q1-2900-gdf79404cd8, Yosys 0.63+post, stock flow scripts
make -C /OpenROAD-flow-scripts/flow DESIGN_CONFIG=/design/flow/config.mk WORK_HOME=/design/flow/orfs finish
### flow/config.mk
export PLATFORM = sky130hd
export DESIGN_NAME = debouncer
export DESIGN_NICKNAME = debouncer
export VERILOG_FILES = /design/flow/design.v
export SDC_FILE = /design/flow/constraint.sdc
export NUM_CORES = 4
export LEC_CHECK = 1
export CORE_AREA = 10 10 98 98
export DIE_AREA = 0 0 108 108
export SYNTH_HDL_FRONTEND = slang
### flow/constraint.sdc
current_design debouncer

set clk_period 3.0
set clk_io_pct 0.2

create_clock -name clk0 -period $clk_period [get_ports {clk}]

set non_clock_inputs [all_inputs -no_clocks]
set_input_delay [expr $clk_period * $clk_io_pct] -clock clk0 $non_clock_inputs
set_output_delay [expr $clk_period * $clk_io_pct] -clock clk0 [all_outputs]
==> results_dict.tcl <==
# flow metrics
set metrics [dict create \
    clock_latency_ps 270 \
    via_per_inst 4.368 \
    ys_cells 155 \
    relSlewSlack 0.6515 \
    synth-edff-count 0 \
    ys_seq_share 0.3718 \
    worst-setup-path-type "reg2reg" \
    rsz0062_at_grt "false" \
    synth_area_sq_um 1400 \
    postSynth.asyncResetShare 0 \
    drc 0 \
    ys_sh_aoi 0.1403 \
    synth_area_per_cell_sq_um 9.033 \
    clock-sinks 26 \
    cts-hold-fix-buffers 0 \
    p_comb_frac 0.120 \
    xor_share 0.06881 \
    die_y_um 108 \
    post-route-min-period_ps 2020 \
    fin_hold_ws_ps 516.9 \
    internal-power_w 0.0005760 \
    yosysTopAreaCell "dfxtp_1" \
    antenna_cells 0 \
    met2_length_mm 1.199 \
    cellPowerDensity_nw_per_um2 468.8 \
    overflow 0 \
    status "completed" \
    topCombFamilyByArea "simple AND/OR/NAND/NOR gates" \
    grt.total_usage 0.04775 \
    wl_per_cell_um 10.59 \
    hold_path.class "reg2reg" \
    post_synth_num_cell_types 36 \
    timing.critical_path.from_type "flop" \
    yosys_area_sq_um 1400 \
    setup_tns_ps 0 \
    fin_skew_ps 2.115 \
    coreArea_sq_um 7647 \
    die-width_um 108 \
    vdd_drop_max_mv 0.3296 \
    drt-initial-drc-count 106 \
    synthAdderAreaFrac 0.02681 \
    tool_warnings 27 \
    hold_viol 0 \
    place_hpwl_mm 2.056 \
    synth-seq-cells 26 \
    cts_root_buf "clkbuf_8" \
    dieArea_sq_um 11660 \
    syn_to_final_growth_pct 15.01 \
    seq_power_share 0.495 \
    worst_setup_path_end_kind "flop" \
    grt_max_degree 16 \
    mux_area_frac 0 \
    cts_setup_buffers 0 \
    antenna_left 0 \
    grt_antenna_before_repair 0 \
    slew_viol_final 0 \
    grt_pass1_vias 982 \
    yosys.area.top_type_share 0.3718 \
    num_vias 1140 \
    wl_mm 2.764 \
    tightest_slew_ps 518.0 \
    cts_buffer_depth 2 \
    grt_pass1_wl_mm 4.754 \
    fmaxAchievable_mhz 495.1 \
    fin_crit_sh 0.6733 \
    fp_util 0.1831 \
    yosysWarnings 0 \
    clkPwrFrac 0.385 \
    rows 32 \
    tritoncts "done" \
    synthCells 155 \
    met1_length_mm 1.433 \
    postCtsResizedCells 0 \
    ff_type "dfxtp_1" \
    io_buffers 3 \
    setup_viol 0 \
    simple_gate_area_frac 0.3494 \
    required_ps 3200 \
    ios 4 \
    swShare 0.2370 \
    dr.pass1.iters 4 \
    topCellsByArea "dfxtp_1, xor2_1, o31ai_1, nand4_1, nor2_1" \
    critPathMaxFanout 8 \
    wl_met3_um 123 \
    power_switching_w 0.0001789 \
    drive_above_1_share 0.1069 \
    routed.top_layer "met4" \
    cts_max_level 1 \
    place.gp.congestion 0.8292 \
    maxCapViolCount 0 \
    p_leak_nw 0.4980 \
    cp.arrival_ps 2220 \
    cts_buffers 3 \
    clk_pin_slew_ps 90 \
    most_common_cell "dfxtp_1" \
    synthTopCellsByCount "dfxtp_1, nor2_1, nand2_1, nand4_1" \
]
-- state kept, by name, summed over array words and instances, names as in the netlist --
signal / cells
counter: 25
o_pulse: 1
-- placed cells by master, fill, tap and decap left out, types with 2 or more instances in the layout --
cell type and n:
dfxtp_1 26, nor2_1 13, nand2_1 9, nand4_1 8, inv_1 7, xor2_1 7
o31ai_1 7, nand3_1 6, a21oi_1 6, nor4_1 5, or4_1 5, o21ai_0 5
or3_1 5, xnor2_1 4, a211oi_1 4, and4_1 3, nand2b_1 3, and3_1 3
ha_1 3, clkbuf_8 3, clkdlybuf4s50_1 3, and2_1 2, nor3_1 2, o32ai_1 2
nand3_4 2, nand3_2 2, a211oi_2 2, nor4b_1 2, buf_4 2
-- power by group through the flow --
| stage | logic [W] | clock network, W | registers (W) |
|---|---|---|---|
| 6_report | 0.0000908 | 0.000291 | 0.000374 |
| 5_1_grt | 0.000107 | 0.000315 | 0.000377 |
| 4_1_cts | 0.0000928 | 0.000297 | 0.000373 |
-- critical path: stages, from the launching register on --
cell      delay [ps]
dfxtp_1          420
ha_1             230
and4_1           400
nand3_2          170
or4_1            510
a211oi_2         220
-- metrics by stage --
stage / instances / setup slack [ps] / util / total power (W) / instance area, sq um
2_1_floorplan: 155 / 1242 / - / 0.0004432 / 1400
3_3_place_gp: 257 / 1053 / 0.2012 / 0.0004729 / 1539
3_5_place_dp: 257 / 1020 / 0.2012 / 0.0004744 / 1539
4_1_cts: 261 / 977.1 / 0.2106 / 0.0007634 / 1610
5_1_grt: 261 / 827.7 / 0.2106 / 0.0007989 / 1610
6_report: 261 / 980.1 / 0.2106 / 0.0007549 / 1610
-- cell families after synthesis --
logic type / Yosys count
compound gates: 28
fa+ha+maj: 3
simple gates: 75
flops: 26
xor+xnor: 11
buf+inv: 12
-- layer usage --
metal,global-route usage,vias to the layer above
met5,0,-
met4,0.003817,0
met3,0.01145,2
met2,0.06940,17
met1,0.07281,528
li1,-,593
-- path summary, 6_finish.rpt --
| kind | startpoint | endpoint | slack (ps) | depth (start not counted) |
|---|---|---|---|---|
| setup reg to reg | counter[0] | counter[24] | 980 | 5 |
| hold reg to reg | counter[22] | counter[22] | 520 | 2 |
| setup / recovery | counter[0] | counter[24] | 980 | 5 |
| hold / removal | counter[22] | counter[22] | 520 | 2 |
-- final cells by class --
| type | instances | area, sq um |
|---|---|---|
| Fill cell | 814 | 6037 |
| Multi-Input combinational cell | 117 | 819.5 |
| Inverter | 7 | 26.28 |
| Clock inverter | 1 | 30.03 |
| Sequential cell | 26 | 520.5 |
| Timing Repair Buffer | 5 | 45.04 |
| Tap cell | 102 | 127.6 |
| Clock buffer | 3 | 41.29 |
Power is estimated from default activity; no workload was simulated.
