--- flow/config.mk ---
export PLATFORM = sky130hd
export DESIGN_NAME = maze_controller
export DESIGN_NICKNAME = maze_controller
export VERILOG_FILES = /design/flow/design.v
export SDC_FILE = /design/flow/constraint.sdc
export NUM_CORES = 4
export LEC_CHECK = 1
export CORE_UTILIZATION = 50
export SYNTH_HDL_FRONTEND = slang
--- flow/constraint.sdc ---
current_design maze_controller

set clk_period 2.2
set clk_io_pct 0.2

create_clock -name clk0 -period $clk_period [get_ports {clk}]

set non_clock_inputs [all_inputs -no_clocks]
set_input_delay [expr $clk_period * $clk_io_pct] -clock clk0 $non_clock_inputs
set_output_delay [expr $clk_period * $clk_io_pct] -clock clk0 [all_outputs]
--- flow/design.v ---
module maze_controller(
  input  logic clk,
  input  logic rst,
  input  logic i_control,
  input  logic i_up,
  input  logic i_down,
  input  logic i_left,
  input  logic i_right,
  output logic        o_rom_en,
  output logic [10:0] o_rom_addr,
  input  logic [15:0] i_rom_data,
  output logic [5:0] o_player_bcol,
  output logic [5:0] o_player_brow,
  input  logic [5:0] i_exit_bcol,
  input  logic [5:0] i_exit_brow,
  output logic [7:0] o_leds,
  output logic o_update_bar
);
logic [1:0] start_condition = 0;
logic [5:0] new_col ;
logic [5:0] new_row ;
logic [2:0] restart ;
logic [31:0] cycles;
logic [5:0] secs;
typedef enum logic [3:0]{
    STATE_IDLE  = 4'h1,
    STATE_PLAY  = 4'h2,
    STATE_UP    = 4'h3,
    STATE_DOWN  = 4'h4,
    STATE_LEFT  = 4'h5 ,
    STATE_RIGHT = 4'h6,
    STATE_READROM= 4'h7,
    STATE_CHECK = 4'h8,
    STATE_UPDATE= 4'h9,
    STATE_END   = 4'hA
} FSM_State_t;
FSM_State_t current_state,next_state;
always_ff @(posedge clk) begin 
    if(rst)
        start_condition <=0;
     else begin
        if(current_state == STATE_IDLE) begin
            if(i_control) begin
                start_condition <= start_condition+1;
                if(i_control >3)
                    start_condition <=0;
            end
            if(i_up || i_down || i_left || i_right)
                start_condition <=0;       
        end
     end
end
always_ff @(posedge clk) begin 
    if(rst)
        restart <=0;
     else begin
        if(current_state == STATE_PLAY) begin
            if(i_control) begin
                restart <= restart+1;
                if(i_control >5)
                    restart <=0;
            end
        end
     end
end
always_ff @( posedge clk) begin
if (rst) current_state <= STATE_IDLE;
else current_state <= next_state;
end
always_ff @(posedge clk) begin 
    if(rst) begin
        o_player_bcol <= 1; 
        o_player_brow <=0;
    end
    else begin
        if(current_state == STATE_IDLE) begin
            o_player_bcol <=1 ;
            o_player_brow <=0 ;
        end
        else if(current_state == STATE_UPDATE) begin
            o_player_bcol <= new_col;
            o_player_brow <= new_row;
        end
    end
end
always_ff @(posedge clk) begin
    if(rst) begin
        new_col <=1;
        new_row <=0;
    end
    else begin
        if(current_state == STATE_UP) begin
            if(o_player_brow == 0) begin
                new_col <= o_player_bcol;
                new_row <= o_player_brow;
            end
            else begin    
            new_col <= o_player_bcol ;
            new_row <= o_player_brow -1;
            end
        end    
        else if(current_state == STATE_DOWN) begin
            new_col <= o_player_bcol;
            new_row <= o_player_brow +1 ;
        end    
        else if(current_state == STATE_LEFT)begin
            new_col <= o_player_bcol-1;
            new_row <= o_player_brow;
        end   
        else if(current_state ==STATE_RIGHT)begin
            new_col <= o_player_bcol+1;
            new_row <= o_player_brow;        
        end
    end
end
always_comb begin
    next_state = current_state;
    o_leds = 8'h0;
    o_rom_en = 0;
    o_rom_addr = 0;
    case (current_state)
        STATE_IDLE :begin
        o_leds = 8'h1;
        if(start_condition == 3)
            next_state = STATE_PLAY;
        end
        STATE_PLAY :begin
            o_leds = 8'h2;
            if(secs == 40)
                next_state = STATE_END;
            if( (o_player_bcol == i_exit_bcol) &&  (o_player_brow == i_exit_brow))
                next_state = STATE_END;
            else begin      
                if(i_up)
                    next_state = STATE_UP;
                else if(i_down)
                    next_state = STATE_DOWN;
                 else if(i_left)
                    next_state = STATE_LEFT;
                else if(i_right)
                    next_state = STATE_RIGHT;
            end
            if(restart == 5)
                next_state = STATE_IDLE;
        end
        STATE_UP :begin
         o_leds = 8'h3;
         next_state = STATE_READROM;    
        end
        STATE_DOWN :begin 
         o_leds = 8'h4;
         next_state = STATE_READROM;    
        end
        STATE_LEFT :begin
         o_leds = 8'h5;
         next_state = STATE_READROM;     
        end
        STATE_RIGHT :begin
         o_leds = 8'h6;
         next_state = STATE_READROM;     
        end
        STATE_READROM :begin
         o_leds = 8'h7;
         o_rom_en = 1;
         o_rom_addr = new_col+(new_row*64);
         next_state = STATE_CHECK;    
        end
        STATE_CHECK :begin
         o_leds = 8'h8;
         if(i_rom_data[11:0] == 12'h0) begin  
            next_state = STATE_PLAY;
         end    
         else
            next_state = STATE_UPDATE;     
        end
        STATE_UPDATE :begin
         o_leds = 8'h9;
         next_state = STATE_PLAY;    
        end
        STATE_END :begin
         o_leds = 8'hA;
         if(i_control == 1)
            next_state = STATE_IDLE;    
        end
        default: begin
        end
    endcase
end
always_ff @(posedge clk) begin
    if(rst)
        cycles <=0;
    else begin
       if(current_state == STATE_PLAY)
            cycles<=cycles +1 ;
    end     
end
always_ff @(posedge clk) begin
    if(rst) begin
        secs <=0;
        o_update_bar <= 0;
    end    
    else begin
        if(cycles == 25000000) begin
            secs<=secs+1;
            o_update_bar <= 1;
            cycles<=0;
        end
        if(secs == 40)
            secs<=0;    
    end    
end
endmodule
--- flow/run.sh ---
#!/bin/bash
# OpenROAD 26Q1-2900-gdf79404cd8, Yosys 0.63+post, stock flow scripts
make -C /OpenROAD-flow-scripts/flow DESIGN_CONFIG=/design/flow/config.mk WORK_HOME=/design/flow/orfs finish
==> metrics.csv <==
stage,metric,value,unit
run_status,status,completed,
clock_tree,CTS tree,done,
drt,drt initial violations,174,
sta,unrepaired setup endpoints after global routing,no,
grt,vias in the first global route,2087,
drt,DRC,0,
final_layout,most frequent cells in the layout,"57 x clkdlybuf4s50_1, 39 x dfxtp_1, 32 x nor2_1",
grt,initial antenna violation count,0,
final_layout,most numerous logic cell after layout,clkdlybuf4s50_1,
final_layout,post-route cell area,3127,µm²
clock_tree,CTS sink cnt,39,
synth,YS chip area,2389,µm²
floorplan,Chip Width,71.12,µm
worst_setup_path,crit path DAT,1.69,ns
worst_setup_path,Worst R2R Path Depth,5,
floorplan,fp_density,53.38,%
clock_tree,number of H-tree levels,2,
grt,first-pass GRT wire length,9804,µm
clock_tree,TritonCTS Buffers,5,
drt,Pre-antenna DRT Iters,22,
clock_tree,Late-Pin Clk Latency,0.29,ns
sta,Setup Skew,0.005941,ns
drt,post-DR wirelength/cell,14.69,µm
flow_run,maxcap violations,0,
worst_setup_path,crit end category,primary output,
clock_tree,clock buffer depth,2,
worst_setup_path,critical path type,reg -> out,
synth,Post-synth ARST share,0,%
synth,warning count from the yosys run,64,
drt,Final ANT Viol Nets,0,
worst_setup_path,crit path DRT,1.76,ns
placed_design,placer congestion estimate,0.8583,
worst_setup_path,worst reg2reg startpoint,current_state[7]$_DFF_P_,
synth,Netlist cell types,61,
floorplan,# IOs,68,
sta,final hold vios,0,
floorplan,core region area,4474,µm²
power_and_ir_drop,Pwr Density,481.7,nW/µm²
worst_hold_path,hold path startpoint,new_row[2]$_SDFFE_PP0N_,
grt,GR Overflow Total,0,
sta,# setup viols final,0,
synth,sequential fraction of the synthesis area,32.69,%
drt,via count,2195,
synth,"FF+latch count, synth",39,
power_and_ir_drop,Lkg Pwr,1.165,nW
placed_design,port bufs,58,
synth,Mapped Cells,279,
final_layout,Area Overhead vs Synth,30.91,%
drt,n_diodes,0,
clock_tree,root buffer cell,clkbuf_8,
worst_setup_path,CP Launch Type,flip-flop,
worst_setup_path,crit path max fanout,7,
floorplan,height of the die,71.12,µm
placed_design,DP Area,2992,µm²
sta,Final min period,2.131,ns
synth,"Top FF cell, synth",dfxtp_1,
synth,Synth Cell Area,2389,µm²
clock_tree,hold-fix buffers at CTS,0,
sta,setup TNS,0,ns
grt,gr usage total,25.09,%
synth,Post-Syn Area per Cell,8.561,µm²
drt,vias per inst,5.643,
worst_hold_path,WHS Path Cells,2,
synth,number of synthesized flops with an enable pin,0,
sta,fin. max-slew vios,0,
placed_design,Final HPWL DP,4198,µm
worst_hold_path,Worst Hold Class,reg -> reg,
power_and_ir_drop,worst ir drop on vdd,452.1,µV
final_layout,fraction of layout cells with a size suffix above 1,8.309,%
sta,f_max,469.3,MHz
worst_hold_path,hold path endpoint,new_row[2]$_SDFFE_PP0N_,
worst_setup_path,reg2reg end,new_col[5]$_SDFFE_PP0N_,
sta,period utilization,96.85,%
clock_tree,Worst-path clk slew,0.08,ns
worst_setup_path,flop2flop setup slack,0.35,ns
drt,DRT Wirelength,5716,µm
final_layout,Filler Cell Count,373,
flow_run,count of tool warnings,33,
floorplan,chip area,5057,µm²
synth,# Cells Yosys,279,
floorplan,row count,24,
grt,largest net degree at the start of global routing,23,
where the power goes:
part	total [mW]	leakage (nW)	internal, mW	switching, mW
clock	0.712	0.0644	0.452	0.260
combinational	0.0885	0.787	0.0590	0.0295
sequential	0.705	0.314	0.705	0.000147
cells in the mapped netlist, drive strengths merged (3+ instances only):
cell	n	area share, %
ha	10	5.2
nor3	10	2.3
or2	3	0.79
and3	3	0.79
clkbuf	5	0.79
nor2	32	5.0
xor2	3	1.1
and2	13	3.4
buf	17	4.8
a211oi	6	2.1
nor4	5	2.6
inv	10	1.6
a31oi	3	0.79
or3	4	1.0
nand2	13	2.0
nor3b	3	0.94
o211ai	4	1.3
nand3	8	1.7
nor2b	4	1.4
o21ai	11	2.3
xnor2	13	4.8
mux2i	12	5.0
a22oi	3	0.94
a221oi	3	1.1
nand4	4	1.0
a21oi	9	1.9
or4	4	1.3
dfxtp	39	33
area by class of cell:
| type | instances | area (µm²) | area share, % |
|---|---|---|---|
| inverters | 10 | 37.54 | 1.200 |
| clock inverters | 3 | 67.56 | 2.161 |
| clock buffers | 5 | 68.82 | 2.201 |
| multi-input cells | 212 | 1453 | 46.46 |
| repair buffers | 68 | 654.4 | 20.93 |
| well taps | 52 | 65.06 | 2.081 |
| flip-flops and latches | 39 | 780.7 | 24.97 |
sequential cells by signal, summed over array words and instances (netlist names):
signal,count
start_condition,2
restart,3
o_player_brow,6
current_state,10
new_col,6
new_row,6
o_player_bcol,6
metrics by stage:
| stage | hold slack, ns | cells | power [mW] | utilization, % | worst slack (ns) |
|---|---|---|---|---|---|
| 3_3_place_gp | 0.4543 | 381 | 0.8100 | 66.86 | 0.2824 |
| 2_1_floorplan | 0.4400 | 283 | 0.7536 | - | 0.5179 |
| 6_report | 0.4752 | 389 | 1.506 | 69.88 | 0.06937 |
| 4_1_cts | 0.4742 | 389 | 1.518 | 69.88 | 0.05932 |
| 5_1_grt | 0.5205 | 389 | 1.552 | 69.88 | 0.002593 |
| 3_5_place_dp | 0.4638 | 381 | 0.8114 | 66.86 | 0.2728 |
layer usage:
layer / routed length [µm] / track usage (%)
met2: 2680 / 40.81
met5: 0 / 0
met4: 21 / 4.222
met1: 2637 / 36.98
met3: 377 / 4.046
timing repair:
item,in CTS,in global routing
endpoints found under the setup margin,1,0
gates resized,1,0
setup buffers,0,0
cells by family (layout without fill, tap and decap cells):
logic type / Yosys count / after routing / share of synthesized area, %
buffers and inverters: 32 / 86 / 7.124
muxes: 13 / 13 / 5.500
and+or+nand+nor: 113 / 113 / 26.66
DFF: 39 / 39 / 32.69
other: 1 / 5 / 0.1570
xor gates and xnor gates: 16 / 16 / 5.867
AOI/OAI and AO/OA: 54 / 54 / 15.93
adders and majority gates: 11 / 11 / 6.077
worst max-delay path by stage:
stage / slack [ns] / cells after the start / end / startpoint
after CTS: 0.06 / 3 / o_leds[2] / current_state[7]$_DFF_P_
after global routing: 0.003 / 3 / o_leds[2] / current_state[7]$_DFF_P_
final: 0.07 / 3 / o_leds[2] / current_state[7]$_DFF_P_
worst max-delay path, cell delays in order, from the launching register on:
cell             delay (ns)
dfxtp_1                0.39
or2_1                  0.27
or3_1                  0.33
clkdlybuf4s50_1        0.41
Power is estimated from default activity; no workload was simulated.
