==> ./design.v <==
module vga_sync(
  input logic clk,
  input logic rst,
  output logic o_pix_valid,
  output logic [9:0] o_col,
  output logic [9:0] o_row,
  output logic o_hsync,
  output logic o_vsync
);
parameter int FRAME_HPIXELS     = 640;
parameter int FRAME_HFPORCH     = 16;
parameter int FRAME_HSPULSE     = 96;
parameter int FRAME_HBPORCH     = 48;
parameter int FRAME_MAX_HCOUNT  = 800;
parameter int FRAME_VLINES      = 480;
parameter int FRAME_VFPORCH     = 10;
parameter int FRAME_VSPULSE     = 2;
parameter int FRAME_VBPORCH     = 29;
parameter int FRAME_MAX_VCOUNT  = 521;
logic hcnt_clr;
logic[9:0] hcnt;  
logic hs_set;
logic hs_clr;
logic hsync;
logic vcnt_clr;
logic [9:0] vcnt;  
logic vs_set;
logic vs_clr;
logic vsync;
logic hsync_out ;
always_comb begin  
   hcnt_clr = ((FRAME_MAX_HCOUNT-1) == hcnt);
   hs_set = ((FRAME_HPIXELS + FRAME_HFPORCH -1 ) == hcnt);
   hs_clr = ((FRAME_HPIXELS + FRAME_HFPORCH + FRAME_HSPULSE -1) == hcnt);
end 
always_comb begin  
    vcnt_clr = (vcnt == FRAME_MAX_VCOUNT-1) & hcnt_clr;
    vs_set = ((vcnt == (FRAME_VLINES + FRAME_VFPORCH -1)) & hcnt_clr);
    vs_clr = ( (vcnt== (FRAME_VLINES + FRAME_VFPORCH + FRAME_VSPULSE -1)) & hcnt_clr);
end
always_ff @( posedge clk) begin  
    if(rst)
        hcnt <=0;
    else   begin
        if(hcnt_clr)
             hcnt<=0;
         else
            hcnt <= hcnt+1;
    end
end
always_ff @( posedge clk) begin  
    if(rst)
        hsync <=0 ;
     else
        hsync <= (hs_set | hsync) & (~hs_clr);
end
always_ff @( posedge clk) begin  
     if(rst)
         hsync_out <=0;
      else
         hsync_out <= hsync;
 end
always_ff @( posedge clk)begin  
    if(rst)
        vcnt <= 0;
    else begin   
        if(hcnt_clr)  
            vcnt <= vcnt +1;
        if(vcnt_clr)  
            vcnt <= 0;
    end
end
always_ff @( posedge clk) begin 
    if(rst)
        vsync <=0 ;
     else
        vsync <= (vs_set | vsync) & (~vs_clr);
end
always_comb begin  
    o_pix_valid = (hcnt<FRAME_HPIXELS) & (vcnt < FRAME_VLINES);
    o_col = hcnt;
    o_row = vcnt; 
end 
always_comb begin
    o_vsync = ~vsync;
    o_hsync = ~hsync_out;
end
endmodule
==> ./run.sh <==
#!/bin/bash
# OpenROAD 26Q1-2900-gdf79404cd8, Yosys 0.63+post, stock flow scripts
make -C /OpenROAD-flow-scripts/flow DESIGN_CONFIG=/design/flow/config.mk WORK_HOME=/design/flow/orfs finish
==> ./config.mk <==
export PLATFORM = sky130hd
export DESIGN_NAME = vga_sync
export DESIGN_NICKNAME = vga_sync
export VERILOG_FILES = /design/flow/design.v
export SDC_FILE = /design/flow/constraint.sdc
export NUM_CORES = 4
export LEC_CHECK = 1
export CORE_AREA = 10 10 106 106
export DIE_AREA = 0 0 116 116
export SYNTH_HDL_FRONTEND = slang
==> ./constraint.sdc <==
current_design vga_sync

set clk_period 2.4
set clk_io_pct 0.2

create_clock -name clk0 -period $clk_period [get_ports {clk}]

set non_clock_inputs [all_inputs -no_clocks]
set_input_delay [expr $clk_period * $clk_io_pct] -clock clk0 $non_clock_inputs
set_output_delay [expr $clk_period * $clk_io_pct] -clock clk0 [all_outputs]
==> impl_metrics.yaml <==
# flow metrics
global_routing:
  grt_usage: 0.0440
  antenna_found_initial: 0
  grt_max_degree: 14
  grt_pass1_vias: 948
  grt_pass1_wl_um: 4870
  global_route.overflow_total: 0
clock_network:
  post-cts-setup-buffers: 0
  ctsResizeCount: 0
  cts_made_buffers: 3
  cts_buffer_depth: 2
  cts.sinks: 23
  clock_tree.htree_level_count: 1
  clkTransAtPathRegs_ns: 0.08
  ctsRootBufferMaster: "clkbuf_8"
  cts_hold_repair.buffers: 0
  cts_tree: "done"
  clock_insertion_delay_worst_skew_ns: 0.26
worst_setup_path:
  critical-path-slowest-cell: "or4_4"
  cells_along_the_critical_path: "or3b_1 -> or4_4 -> or4_1 -> a221oi_1"
  start_kind: "register"
  critPathTopFamily: "simple AND/OR/NAND/NOR gates"
  critPathRequiredTime_ns: 2.57
  timing.critical_path.arrival_ns: 2.27
  worstSetupPathType: "register to register"
  critPathCaptureType: "register"
  worst_path_largest_cell_delay_ns: 0.50
  critPathMaxFanout: 8
  crit_buf_inv: 0
floorplan:
  die-height_um: 116
  fp-row-count: 34
  dieWidth_um: 116
  design.portCount: 25
  chip_area_sq_um: 13500
  core_area_sq_um: 8850
  floorplan.initialDensity: 0.125
outcome:
  run_status: "finished, final reports clean"
drt:
  routed-via-count: 964
  antenna_violating_nets_post_route: 0
  vias_per_cell: 3.71
  drcViolationCount: 0
  n_antenna_cell: 0
  detailedRoute.firstIterationViolations: 53
  post_drt_wl_per_cell_um: 11.7
  drtPass1Iterations: 4
  totalWireLength_um: 3040
pwr:
  power.static_leakage_nw: 0.472
  power_density_nw_per_um2: 433
  power.ir.vdd_worst_mv: 0.143
hold_path:
  worstHoldPathType: "register to register"
synth:
  ff_type: "dfxtp_1"
  syn_avg_cell_area_sq_um: 8.88
  synth-edff-count: 0
  ys_async_sr_fraction: 0
  post_synth_fa_ha_maj_area_fraction: 0.0451
  ys_sh_mux: 0.0271
  ys_ff: 23
  synth_simple_gate_area_share: 0.322
  yosys_cells: 125
  syn-cell-area_sq_um: 1110
  postSynthSeqShare: 0.415
  yosys_warnings: 0
  yosysUniqueCellTypes: 33
  yosys_area_sq_um: 1110
  synthesis.instances: 125
  synth-compound-area-share: 0.0462
  logic_family: "simple AND/OR/NAND/NOR gates"
  xor_share: 0.110
sta:
  max_clock_freq_ghz: 0.477
  timing_max_transition_violations_final: 0
  setup_viol_count_final: 0
  fin_setup_tns_ns: 0
  grt_setup_unrepaired: "no"
  hold_viol_final: 0
  max-slew-margin-rel: 0.619
  clock-skew-final_ns: 0.00219
  finalWorstSetupSlack_ns: 0.305
  period_minus_slack_ns: 2.10
  finalCritPeriodShare: 0.873
  worst-slew-pin-transition_ns: 0.566
layout:
  most_frequent_cells_in_the_layout: "clkdlybuf4s50_1, dfxtp_1, nor2_1, xnor2_1"
  regArea_sq_um: 460
  area_added_between_synthesis_and_finish_pct: 38.7
  n_fill_cell: 977
  share_of_final_layout_standard_cells_stronger_than_drive_strength_1: 0.0724
  layout.cells.most_common: "clkdlybuf4s50_1"
  comb_area_sq_um: 612
placed_design:
  detailedPlace.worstSlack_ns: 0.318
  dpl.hpwl_um: 2340
  place.port_buffers: 24
  placer_congestion: 0.855
run:
  tool_warnings: 27
  max_cap_viol_count: 0
==> worst reg2reg max path, stage by stage, from the launching register on <==
cell	delay [ns]
dfxtp_1	0.46
or3b_1	0.42
or4_4	0.50
or4_1	0.40
a221oi_1	0.23
==> through the flow <==
step | utilization | hold slack (ns) | power [mW] | std cells | cell area [sq um]
6_report | 0.174 | 0.465 | 0.666 | 260 | 1540
5_1_grt | 0.174 | 0.502 | 0.698 | 260 | 1540
4_1_cts | 0.174 | 0.471 | 0.678 | 260 | 1540
3_5_place_dp | 0.169 | 0.450 | 0.437 | 256 | 1490
3_3_place_gp | 0.169 | 0.439 | 0.436 | 256 | 1490
2_1_floorplan | - | 0.413 | 0.418 | 125 | 1110
==> cells by family (layout without fill, tap and decap cells) <==
group,Yosys count,after routing
and+or+nand+nor,63,63
DFF,23,23
xor gates and xnor gates,14,14
buffers and inverters,10,37
AOI/OAI and AO/OA,8,8
adders and majority gates,4,4
muxes,3,3
==> worst paths after layout <==
| path | start | end | slack (ns) | depth (start not counted) |
|---|---|---|---|---|
| worst max-delay path | o_col[8] | vsync | 0.30 | 4 |
| worst min-delay path | o_col[0] | o_col[0] | 0.47 | 1 |
| worst max register to register | o_col[8] | vsync | 0.30 | 4 |
| worst min register to register | o_col[0] | o_col[0] | 0.47 | 1 |
==> sequential cells by signal (all words and copies together), names as in the netlist <==
| name | count |
|---|---|
| hsync | 1 |
| hsync_out | 1 |
| o_col | 10 |
| o_row | 10 |
| vsync | 1 |
==> routing by layer <==
metal | track usage | up-vias | part of all wire
met4 | 0.0108 | 0 | 0.023
li1 | - | 494 | -
met2 | 0.0758 | 22 | 0.49
met1 | 0.0541 | 444 | 0.43
met5 | 0 | - | 0
met3 | 0.0105 | 4 | 0.055
==> power breakdown <==
part	internal (mW)	total, mW	switching, mW
clock	0.116	0.240	0.124
combinational	0.0189	0.0324	0.0135
sequential	0.388	0.394	0.00568
total	0.523	0.666	0.143
==> synth_stat cells (3+ instances only) <==
master	n	area share
inv_1	6	0.020
nand4_1	6	0.034
nor3_1	4	0.018
nand3_1	6	0.027
dfxtp_1	23	0.41
nor4_1	5	0.028
and3_1	3	0.017
xor2_1	6	0.047
clkbuf_1	4	0.014
mux2i_1	3	0.027
ha_1	4	0.045
a21oi_1	3	0.014
xnor2_1	8	0.063
nor2_1	21	0.071
==> area by class of cell <==
cell class              count  area share
multi-input cells          92       0.398
repair buffers             27       0.171
flip-flops and latches     23       0.299
clock buffers               3      0.0268
clock inverters             1     0.00325
inverters                   6      0.0146
well taps                 108      0.0878
Power figures rest on the tool's default switching activity, not on a simulated workload.
